**./run.sh**
```bash
#!/bin/bash
# OpenROAD 26Q1-2900-gdf79404cd8, Yosys 0.63+post, stock flow scripts
make -C /OpenROAD-flow-scripts/flow DESIGN_CONFIG=/design/flow/config.mk WORK_HOME=/design/flow/orfs finish
```
**./design.v**
```verilog
`timescale 1ns / 1ps
module sixcounter(
input CLK100MHZ,
input bin, 
input [5:0] SW,
input BTNU,
input BTND,
output reg [15:0] LED,
    output reg [3:0] count,
    output reg borrowout
    );
    reg old_bin;
    reg [2:0] i=0;
always @(posedge CLK100MHZ)	
begin
old_bin<=bin;
case (i)                     0: begin
                                if((SW[1]==1)&&(BTNU==1||BTND==1))  
                                  begin
                                  count[3:0]<=3;
                                  i<=1;
                                  end
                                  if((SW[2]==1||SW[3]==1)&&(BTNU==1||BTND==1))  
                                  begin
                                  count[3:0]<=4;
                                  i<=1;
                                  end
                                  if((SW[4]==1)&&(BTND==1))  
                                  begin
                                  count[3:0]<=6;
                                  i<=1;
                                  end
                                  if((SW[4]==1)&&(BTNU==1))  
                                  begin
                                  count[3:0]<=0;
                                  i<=0;
                                  end
                                  if((SW[1]!=1)&&(SW[2]!=1)&&(SW[3]!=1)&&(SW[4]!=1)&&(BTNU!=1)&&(BTND!=1))  
                                  begin
                                  count[3:0]=0;
                                  i<=0;
                                  end
                                  end 
                                  1:  begin
if ((old_bin==0) & (bin==1))  
			 begin
			  if(count==6)    
			 	 begin
			 	 LED[0]<=SW[4];
			 	  count<=count-1;
		           borrowout<=0;
			 	 end
			 if(count==5)  
			 	 begin
			 	  count<=count-1;
		           borrowout<=0;
			 	 end
			 	 if(count==4)  
			 	 begin
			 	  count<=count-1;
		           borrowout<=0;
			 	 end
                                if (count==3)  
		                          begin
		                           LED[1]=(SW[1]||SW[2]||SW[3])&&(SW[4]==0);
		                      count<=count-1;
		                      borrowout<=0;
		                         end
		                          if (count==2) 
		                          begin
		                           LED[2]=(SW[1]||SW[2]||SW[3])&&(SW[4]==0);  
		                      count<=count-1;
		                      borrowout<=0;
		                         end
		                          if (count==1)  
		                          begin
		                      count<=count-1;
		                      borrowout<=0;
		                         end
	                       if(count==0)  
		                          begin
			                 count<=0;
			                 borrowout<=1;
		                      end
		end
	end
	endcase
	end
endmodule
```
**./config.mk**
```make
export PLATFORM = sky130hd
export DESIGN_NAME = sixcounter
export DESIGN_NICKNAME = sixcounter
export VERILOG_FILES = /design/flow/design.v
export SDC_FILE = /design/flow/constraint.sdc
export NUM_CORES = 4
export LEC_CHECK = 1
export CORE_AREA = 10 10 77 77
export DIE_AREA = 0 0 87 87
```
**./constraint.sdc**
```tcl
current_design sixcounter

set clk_period 2.8
set clk_io_pct 0.2

create_clock -name clk0 -period $clk_period [get_ports {CLK100MHZ}]

set non_clock_inputs [all_inputs -no_clocks]
set_input_delay [expr $clk_period * $clk_io_pct] -clock clk0 $non_clock_inputs
set_output_delay [expr $clk_period * $clk_io_pct] -clock clk0 [all_outputs]
```
==> flow_summary.toml <==
# synthesis and place-and-route metrics
[logic_synthesis]
yosys-stat-area_um2 = 639
ff_type = "edfxtp_1"
synthesis.area_um2 = 639
ys_cells = 58
synthCells = 58
synth-seq-cells = 10
synth-warning-count = 14
top_cells_by_count = "buf_4, edfxtp_1, nor2_1, ha_1, nor3_1"
synth.largest_area_cell = "edfxtp_1"
ys_seq_share = 0.454
synth_top_cell_by_count = "buf_4"
synthArstFlopShare = 0
synthDistinctLibCells = 22
synth_area_per_cell_um2 = 11.0
area_leaders = "edfxtp_1, buf_4, ha_1"
top_area_frac = 0.423
edf_count = 9

[setup_path]
path_max_fanout = 4
cp_cell_sequence = "clkdlybuf4s50_1, or4_4, nor4_4, or2_1"
cp_num_cells = 4
critical-path-slowest-cell = "or4_4"
worst-endpoint-arrival_ns = 1.93
crit_type = "primary input to flop"
cp-end-kind = "flop"
crit_required_ns = 2.72
critPathTopFamily = "simple AND/OR/NAND/NOR gates"
crit_buf_inv = 1
r2r_cells = 4
critPathLaunchType = "primary input"
cpPeakStageDelay_ns = 0.57

[final_layout]
layout-drive-gt1-share = 0.105
syn_to_final_growth_pct = 34.1
fin_area_um2 = 857

[clocking]
cts_setup_buffers = 0
clk_latency_ns = 0.23
cts_tree = "yes"
cts_sinks = 10
clk_pin_slew_worst_paths_ns = 0.05
clockBufferDepth = 2
cts_resized = 0
root_buffer = "clkbuf_8"
cts_made_buffers = 3
h-tree-depth = 1
cts_hold_buf = 0

[sta]
fin_setup_tns_ns = 0
rsz0062_at_grt = "no"
period_minus_slack_ns = 2.01
finalSetupViolCount = 0
fin_crit_sh = 0.716
hold_violations = 0
maxSlewViolCount = 0
fin_skew_ns = 0.000968
fmax_mhz = 499

[placement]
placed_cell_area_um2 = 802
dp_hpwl_um = 1110
port_buffers = 15
place_congestion = 0.769

[flow_run]
drv_cap = 0
warnings = 30

[power_and_ir_drop]
pwr_density_cell_mw_per_mm2 = 428
ir_drop_v = 0.000115
p_leak_nw = 0.334

[detailed_routing]
vias = 415
ant_nets = 0
dr.pass1.iters = 4
drc = 0
insertedDiodeCount = 0
wire_per_inst_um = 10.4
vias_per_cell = 3.24
drt_iter0_markers = 51
drt_wl_total_um = 1330

[grt]
grt-ovfl-total = 0
grt_pass1_vias = 445
grt.busiest_layer = "met2"
use_met2 = 0.0620
track_usage = 0.0343
antenna_found_initial = 0
grt_pass1_wl_um = 2080
gr-usage-met3 = 0.0179
grt_max_degree = 8
grt_use_met1 = 0.0349

[floorplan]
fp.dieH_um = 87
std_cell_rows = 24
die-area_mm2 = 0.00757
floorplanUtilization = 0.147
fp.dieW_um = 87
fp.coreArea_mm2 = 0.00435
ios = 31

[hold_path]
worst_hold_path.num_cells = 1
hp-class = "flop to flop"

[outcome]
status = "finished clean"
[kinds of logic (layout without fill, tap and decap cells)]
logic type,Yosys count,after routing,share of synthesized area
flip-flops,10,10,0.454
AND-OR/OR-AND,3,3,0.0391
multiplexers,2,2,0.0313
other,1,13,0.00587
buffers and inverters,15,21,0.164
AND/OR/NAND/NOR,23,23,0.227
adder cells (fa/ha/maj),4,4,0.0783
[stage by stage]
stage / std cells / total power, mW / hold slack [ns] / setup WS, ns / utilization
finish: 128 / 0.366 / 0.680 / 0.794 / 0.197
global placement: 124 / 0.197 / 0.660 / 0.550 / 0.184
CTS: 128 / 0.373 / 0.681 / 0.787 / 0.197
floorplan: 70 / 0.191 / 0.588 / 1.05 / -
detailed placement: 124 / 0.197 / 0.673 / 0.545 / 0.184
global route: 128 / 0.386 / 0.717 / 0.712 / 0.197
[metal layers]
layer  vias to the layer above  routed length (µm)
li1                        208                   -
met1                       188                 530
met2                        19                 689
met3                         0                 105
met4                         0                   0
met5                         -                   0
[worst reg2reg max path, delay by kind of cell (launching register included)]
family,cells,cell delay (ns)
AND/OR/NAND/NOR,1,0.29
buffers and inverters,1,0.09
adder cells (fa/ha/maj),1,0.27
AND-OR/OR-AND,1,0.42
flip-flops,1,0.45
[state kept, by name, summed over array words and instances (netlist names)]
name       flops
count          4
LED            3
borrowout      1
i              1
old_bin        1
[where the power goes]
group	internal, mW	total [mW]	switching [mW]
logic	0.0150	0.0254	0.0104
registers	0.165	0.168	0.00277
clock network	0.123	0.173	0.0498
total	0.303	0.366	0.0630
[placed cells by master, fill, tap and decap left out, types with 2 or more instances in the layout]
master	count
clkdlybuf4s50_1	15
conb_1	13
edfxtp_1	9
nor2_1	7
ha_1	4
clkbuf_8	4
nor3_1	3
inv_1	2
nand2_1	2
nor2b_1	2
and2_1	2
mux2i_1	2
[final timing paths]
check                               from   endpoint  slack [ns]
worst max register to register  count[0]   count[2]        1.02
worst max-delay path               SW[1]   count[2]        0.79
worst min register to register  count[3]  borrowout        0.68
worst min-delay path            count[3]  borrowout        0.68
[area by class of cell]
class | instances | area, µm²
Inverter | 2 | 7.51
Tap cell | 52 | 65.1
Timing Repair Buffer | 15 | 150
Fill cell | 457 | 3500
Clock buffer | 4 | 55.1
Multi-Input combinational cell | 45 | 289
Sequential cell | 10 | 290
Power is estimated from default activity; no workload was simulated.
