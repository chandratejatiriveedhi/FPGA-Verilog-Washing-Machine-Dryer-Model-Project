[flow/run.sh]
#!/bin/bash
# OpenROAD 26Q1-2900-gdf79404cd8, Yosys 0.63+post, stock flow scripts
make -C /OpenROAD-flow-scripts/flow DESIGN_CONFIG=/design/flow/config.mk WORK_HOME=/design/flow/orfs finish
[flow/config.mk]
export PLATFORM = sky130hd
export DESIGN_NAME = clk2
export DESIGN_NICKNAME = clk2
export VERILOG_FILES = /design/flow/design.v
export SDC_FILE = /design/flow/constraint.sdc
export NUM_CORES = 4
export LEC_CHECK = 1
export CORE_UTILIZATION = 50
[flow/constraint.sdc]
current_design clk2

set clk_period 3.5
set clk_io_pct 0.2

create_clock -name clk0 -period $clk_period [get_ports {CLK100MHZ}]

set non_clock_inputs [all_inputs -no_clocks]
set_input_delay [expr $clk_period * $clk_io_pct] -clock clk0 $non_clock_inputs
set_output_delay [expr $clk_period * $clk_io_pct] -clock clk0 [all_outputs]
[flow/design.v]
`timescale 1ns / 1ps
module clk2(  
    input CLK100MHZ,
    input BTNC,
    input [31:0] counter,
    output reg SLWCLK
    );
     reg [31:0] ClkCounter;
    always @(posedge CLK100MHZ)
        begin
            if (ClkCounter < counter)
                begin
                if(BTNC==1)
                begin
                ClkCounter <= ClkCounter + 120;  
                end
                else
                begin
                ClkCounter <= ClkCounter + 1;  
                end
                end
            else
                begin 
                ClkCounter <= 0;
                SLWCLK = ~SLWCLK;
                end
        end
endmodule
==> flow_summary.ini <==
; implementation run metrics
[routing]
routed_wl_um = 4760
antenna_left = 0
antenna_cells = 0
wl_per_cell_um = 12.4
routed_via_density = 5.34
drc_errors = 0
vias = 2054
detailedRoute.firstIterationViolations = 116
drt_pass1_iterations = 4

[sta]
hold_viol_final = 0
period_needed_ns = 2.58
skew_ns = 0.00703
setup_violations = 0
relSlewSlack_pct = 65.1
max_slew.worst_pin.slew_ns = 0.510
fmax_mhz = 388
tns_ns = 0
drv_slew = 0
finalWorstSetupSlack_ns = 0.925
rsz0062_at_grt = false
post-route-period-util_pct = 73.6

[global_routing]
grt_pass1_vias = 1803
grt_use_total_pct = 20.2
antenna_found_initial = 0
grt_pass1_wl_um = 8220
grt_overflow = 0
grt_max_degree = 28

[cts]
cts.sinks = 33
hold_buffers = 0
htree_levels = 2
ctsLongestPathBuffers = 2
root_buffer = clkbuf_8
cts_tree = done
path_clk_slew_ns = 0.06
clk_latency_ns = 0.28
cts-buffers-inserted = 5
cts_resized = 0
post_cts_buffers = 0

[floorplan]
fp.coreArea_um2 = 4500
rows = 24
chip_area_um2 = 5120
fp.dieW_um = 71.6
die_h_um = 71.6
initial_core_util_pct = 53.7
io_pins = 35

[critical_path]
reg2reg_from = ClkCounter[4]
critPathArrivalTime_ns = 2.73
path_class = in2reg
required_ns = 3.66
crit_fanout = 18
crit_path_start_kind = primary input
r2r_cells = 6
crit_path_end_kind = register
r2r_end = ClkCounter[25]
reg2reg_slack_ns = 1.25

[synthesis]
yosys_area_um2 = 2420
ys_cells = 297
async_reset_ff_share_pct = 0
top_cell_area_share_pct = 26.5
syn_inst = 297
synthesis.area_um2 = 2420
top_area_cell = dfxtp_1
edf_count = 1
yosys_warnings = 1
avgSynthCellArea_um2 = 8.15
ff_type = dfxtp_1
ys_ff = 33
ys_seq_share_pct = 27.7
ys_types = 40
top_cells_by_area = dfxtp_1 (26%), ha_1 (18%), xnor2_1 (8.3%)

[min_path]
min_to = ClkCounter[31]
hp-start = ClkCounter[31]
hp-class = reg2reg
hold_depth = 2

[status]
outcome = finished, final reports clean

[power]
p_per_area_nw_per_um2 = 455
vdd_drop_max_mv = 0.300
p_leak_nw = 1.25

[placed_design]
dpl.hpwl_um = 3590
io_buffers = 34
place.gp.congestion = 0.804
place_ws_ns = 0.644

[run]
cap_violations = 0
warnings = 27

[cells_and_area]
areaGrowthSynthToFinish_pct = 19.8
lay_top_cells = inv_1 (41), nor3_1 (34), ha_1 (34), clkdlybuf4s50_1 (34), dfxtp_1 (32)
mostFrequentLayoutCell = inv_1
drive_gt1_share_pct = 5.71
-- cell type report --
cell class	count	area, µm²
timing repair buffer	39	378
tap	52	65.1
multi-input combinational	212	1550
clock inverter	2	10.0
inverter	41	154
sequential	33	671
clock buffer	6	72.6
fill	394	1610
-- synthesized netlist by cell type (all sizes together), types with 6 or more instances --
| library cell | n |
|---|---|
| a211oi | 9 |
| a21oi | 15 |
| clkbuf | 8 |
| dfxtp | 32 |
| ha | 34 |
| inv | 41 |
| nand2 | 20 |
| nand3 | 9 |
| nand4 | 7 |
| nor3 | 34 |
| nor4 | 6 |
| o21ai | 12 |
| xnor2 | 23 |
-- worst max-delay path by stage --
stage / startpoint / end / slack (ns)
4_1_cts: counter[19] / ClkCounter[18] / 0.94
5_1_grt: counter[19] / ClkCounter[11] / 0.71
6_report: counter[15] / ClkCounter[11] / 0.92
-- metal layers --
| layer | GRT usage (%) | share of wire, % |
|---|---|---|
| met2 | 31.6 | 45 |
| met1 | 32.0 | 51 |
| met4 | 1.96 | 0.82 |
| met5 | 0 | 0 |
| met3 | 2.57 | 2.9 |
-- logic make-up after synthesis --
group           Yosys count  synth area share [%]
simple gates             98                  22.0
buf+inv                  52                  8.74
flops                    33                  27.7
compound gates           52                  13.7
mux                       2                 0.827
fa+ha+maj                34                  17.6
xor+xnor                 26                  9.41
-- where the power goes --
part / leakage (nW) / switching, mW / internal [mW] / total (mW)
registers: 0.272 / 0.132 / 0.465 / 0.598
clock network: 0.0450 / 0.134 / 0.138 / 0.272
logic: 0.934 / 0.217 / 0.233 / 0.450
-- registers in the layout (all words and copies together) (netlist names) --
signal	cells
SLWCLK	1
ClkCounter	32
-- critical path, cell delays in order --
cell and delay [ns]:
clkdlybuf4s50_1 0.45, inv_1 0.04, ha_1 0.31, nand4_1 0.13, nor3_1 0.32, o2111ai_1 0.19, a31oi_2 0.23, buf_4 0.28
nor3_1 0.08
-- through the flow --
stage	utilization, %	total power [mW]	hold WS, ns	instances	area (µm²)
after floorplan	-	0.919	0.471	297	2420
after global placement	62.5	1.05	0.501	377	2820
after detailed placement	62.5	1.06	0.504	377	2820
after CTS	64.3	1.33	0.512	385	2900
after global routing	64.3	1.45	0.534	385	2900
final	64.3	1.32	0.509	385	2900
Power figures rest on the tool's default switching activity, not on a simulated workload.
