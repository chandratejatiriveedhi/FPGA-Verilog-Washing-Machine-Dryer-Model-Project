$ cat ./design.v
`timescale 1ns / 1ps
module twocnt(
  input CLK100MHZ,
  input bin, 
 input BTND,
input BTNU,
input [5:0] SW,
output reg [15:0] LED,
    output reg [3:0] count
    );
	 reg  [3:0] bval;	  
	 reg old_bin;
	 reg [2:0] i=0;
	 always @(posedge CLK100MHZ)	
		begin
		old_bin<=bin;
		bval<=count[3:0];
		case (i) 0:begin
		          if((SW[1]==1||SW[2]==1||SW[3]==1||SW[4]==1)&&(BTND==1)) 
		          begin
		          count[3:0]<=2;
		          i<=1;
		          end
		          if((SW[4]!=1)&&(SW[1]==1||SW[2]==1||SW[3]==1)&&(BTNU==1))  
		          begin
		          count[3:0]<=1;
		          i<=1;
		          end
	              if((SW[1]!=1)&&(SW[2]!=1)&&(SW[3]!=1)&&(SW[4]!=1)&&(BTNU!=1)&&(BTND!=1))  
	              begin
	              count[3:0]<=0;
	              i<=0;
	              end	
	              if(SW[1]!=1&&SW[2]!=1&&SW[3]!=1&&SW[4]!=1) 
	              begin
	              count[3:0]<=0;
	              i<=0;
	              end
		          end
       1:    begin
		if ((old_bin==0) & (bin==1))
			 begin
            if ((bval==2))    
            begin 
					count<=4'h0;
					LED[3]=(SW[1]||SW[2]||SW[3])&&(SW[4]==0);
					LED[4]=SW[4];
					end
	 			 else if (bval==1)  
	 			 begin
					count<=4'h0;
					LED[3]=SW[1]||SW[2]||SW[3]&&(SW[4]==0);
					LED[4]=SW[4];
					end
             else if(bval==0)
              begin
              count<=4'h0;
             end
	end
	end
	endcase
	end
endmodule
$ cat ./run.sh
#!/bin/bash
# OpenROAD 26Q1-2900-gdf79404cd8, Yosys 0.63+post, stock flow scripts
make -C /OpenROAD-flow-scripts/flow DESIGN_CONFIG=/design/flow/config.mk WORK_HOME=/design/flow/orfs finish
$ cat ./config.mk
export PLATFORM = sky130hd
export DESIGN_NAME = twocnt
export DESIGN_NICKNAME = twocnt
export VERILOG_FILES = /design/flow/design.v
export SDC_FILE = /design/flow/constraint.sdc
export NUM_CORES = 4
export LEC_CHECK = 1
export CORE_AREA = 10 10 70 70
export DIE_AREA = 0 0 80 80
$ cat ./constraint.sdc
current_design twocnt

set clk_period 1.7
set clk_io_pct 0.2

create_clock -name clk0 -period $clk_period [get_ports {CLK100MHZ}]

set non_clock_inputs [all_inputs -no_clocks]
set_input_delay [expr $clk_period * $clk_io_pct] -clock clk0 $non_clock_inputs
set_output_delay [expr $clk_period * $clk_io_pct] -clock clk0 [all_outputs]
==> results.txt <==
run results: Latency at later pin=between 0.2 and 0.3 ns, antenna violations before repair=0, Pleak=roughly 0.25 nW, TritonCTS sink count=8, PortBufs=11, Critical Path Source Type=input port, RSZ-0062 raised after global routing=no, total negative slack=0 ns, core footprint=around 3400 µm², final setup vio count=0, Yosys warning total=15, status=completed, CP required=1.64 ns, Yosys reg bits=8, Final Hold Vio Count=0, top-count cell post-synth=buf_4, Final Instance Count excl. Fillers=between 100 and 150, WP buf/inv=1, hpwl dp=between 800 and 900 µm, Synth cell types=16, Syn Area/Cell=roughly 11 µm², Tmin final=1.54 ns, DRT Pass-1 Iters=2, pre-CTS setup slack=-0.119 ns, top area contributor share=0.317, number of H-tree levels=1, crit-path leading delay family=buffers and inverters, FA/HA/MAJ Cells, Area Fraction=0.0528, vias per cell=between 2 and 3, initial cell density of the core=0.139, critical path type=input port to flip-flop, Area Overhead vs Synth=30.6%, layout cells sized above 1=0.131, worst stage delay on the critical path=between 0.4 and 0.5 ns, CP arrival=approximately 1.5 ns, Post-CTS Setup Repair Bufs=0, post-layout period usage=0.906, area fraction in mux cells=0, Root Buffer=clkbuf_4, chip width=roughly 80 µm, top cells, area=edfxtp_1 (32%), buf_4 (25%), dfxtp_1 (13%), Synth Cell Area=around 470 µm², register area share after synthesis=0.443, via count=just under 300, Synth logic family=buffers and inverters, wire length per cell=between 8 and 9 µm, Clock Path Buffers=2, top cells by count, synth=buf_4 (16), edfxtp_1 (5), max-slew violations=0, Async S/R FF share, synth=0, EDFF count, synth=5, Die Y-Extent=80 µm, Worst-path clk slew=~0.06 ns, routability cong.=between 0.7 and 0.8, placed cell count=roughly 100, total wire length=~920 µm, Flop area=210 µm², Hold WS=0.389 ns, Slowest-stage cell, CP=clkdlybuf4s50_1, die area=between 6000 and 7000 µm², initial drt markers=3, Synth Instances=45, Core Rows=21, Hold-fix buffers, CTS=0, Max Cap Viol=0, CP Cell Sequence=clkdlybuf4s50_1 -> nor3_2 -> nor3_1 -> o32ai_2, yosys stat area=between 400 and 500 µm², xor/xnor share of the synthesized area=0, GRT Util Overall=0.0275, CP Capture Type=flip-flop, Post-DP Area=roughly 590 µm², Remaining Overflow, GRT=0, Basic Gates by Area=0.153, area leader, netlist=edfxtp_1, Layout Skew=0.00677 ns, CTS tree=yes, Top FF cell, synth=edfxtp_1, fill cell count=approximately 380, global-route wire length before repair=1400 µm, post-route cell area=approximately 620 µm², final setup margin=0.159 ns, CTS resizes=0, HP Class=flip-flop to flip-flop, maximum vdd drop=325 µV, ANT cells=0, largest net degree at the start of global routing=7, drt drc=0, TritonCTS Buffers=3, vias in the first global route=307, PwrDens=approximately 680 nW/µm², total I/O pin count=30, Routed Antenna Nets=0, post-synthesis compound-gate area fraction=0.0660, Logic area=approximately 190 µm², fmax=649 MHz, Max Fanout on Critical Path=2, yosys cell count=45, OpenROAD warnings=28
metal layers:
layer  up-vias  track usage  part of all wire
met5         -            0                 0
met4         0      0.00704             0.026
met3         2       0.0193              0.14
met2        20       0.0353              0.37
met1       124       0.0360              0.47
li1        149            -                 -
state kept, by name (all words and copies together) (netlist names):
register	cells
old_bin	1
count	2
LED	2
i	1
bval	2
cells by family (layout without fill, tap and decap cells):
kind of cell | after synthesis | in the layout
flops | 8 | 8
buf+inv | 19 | 20
compound gates | 3 | 3
other cells | 1 | 16
fa+ha+maj | 2 | 2
simple gates | 12 | 12
final cells by class:
cell class              instances  share of cell area
inverters                       3              0.0182
clock buffers                   4              0.0424
flip-flops and latches          8               0.339
repair buffers                 13               0.202
multi-input cells              33               0.305
well taps                      46              0.0929
stage by stage:
stage | power [mW] | utilization
floorplan | 0.262 | -
global placement | 0.272 | 0.174
detailed placement | 0.272 | 0.174
CTS | 0.430 | 0.181
global route | 0.447 | 0.181
finish | 0.424 | 0.181
layout by cell type, fill, tap and decap left out, drive strengths merged:
master	n
a21oi	1
buf	2
clkbuf	4
clkdlybuf4s50	11
conb	16
dfxtp	3
edfxtp	5
ha	2
inv	3
nand3b	1
nor2	3
nor2b	2
nor3	4
nor4b	1
o21ba	1
o32ai	1
or2b	1
worst reg2reg max path: cells and delay by family, from the launching register on:
family	cells	cell delay (ns)
fa+ha+maj	1	0.28
buf+inv	2	0.08
flops	1	0.32
simple gates	1	0.17
path summary, 6_finish.rpt:
| kind | start | to | slack (ns) | cells after the start |
|---|---|---|---|---|
| min | count[0] | bval[0] | 0.39 | 0 |
| min reg2reg | count[0] | bval[0] | 0.39 | 0 |
| max reg2reg | bval[1] | LED[3] | 0.55 | 4 |
| max | SW[2] | count[0] | 0.16 | 4 |
report_power, final:
| part | switching (mW) | internal (mW) |
|---|---|---|
| Sequential | 0.00225 | 0.213 |
| Combinational | 0.0202 | 0.0306 |
| Clock | 0.0677 | 0.0900 |
| Total | 0.0902 | 0.334 |
Power is estimated from default activity; no workload was simulated.
